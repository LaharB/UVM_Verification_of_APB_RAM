File: flow/config.mk
export PLATFORM = sky130hd
export DESIGN_NAME = apb_ram
export DESIGN_NICKNAME = apb_ram
export VERILOG_FILES = /design/flow/design.v
export SDC_FILE = /design/flow/constraint.sdc
export NUM_CORES = 4
export LEC_CHECK = 1
export CORE_UTILIZATION = 40
File: flow/constraint.sdc
current_design apb_ram

set clk_period 20.7
set clk_io_pct 0.2

create_clock -name clk0 -period $clk_period [get_ports {pclk}]

set non_clock_inputs [all_inputs -no_clocks]
set_input_delay [expr $clk_period * $clk_io_pct] -clock clk0 $non_clock_inputs
set_output_delay [expr $clk_period * $clk_io_pct] -clock clk0 [all_outputs]
File: flow/design.v
module apb_ram(
    input presetn,  
    input pclk,
    input psel,
    input penable,
    input pwrite,
    input [31:0] paddr, pwdata,  
    output reg [31:0] prdata,
    output reg pready, pslverr 
);
    reg [31:0] mem[32];  
    typedef enum {idle = 0, setup = 1, access = 2, transfer = 3} state_type;  
    state_type state = idle;
    always@(posedge pclk)
        begin
            if(presetn == 1'b0)
                begin
                    state <= idle;
                    prdata <= 32'h00000000;
                    pready <= 1'b0;
                    pslverr <= 1'b0; 
                for(int i = 0; i < 32; i++)
                    begin
                        mem[i] <= 0;
                    end
                end
            else
                    begin
                        case(state)
                        idle : begin
                            prdata <= 32'h00000000;
                            pready <= 1'b0;
                            pslverr <= 1'b0;                            
                            state <= setup; 
                        end
                        setup : 
                            begin
                                if(psel == 1'b1)  
                                    state <= access;
                                else
                                    state <= setup;
                            end
                        access : 
                            begin
                                if(pwrite && penable)
                                    begin
                                        if(paddr < 32)  
                                            begin
                                               mem[paddr] <= pwdata;
                                               state <= transfer;
                                               pslverr <= 1'b0;
                                               pready <= 1'b1;
                                            end 
                                        else
                                            begin
                                                state <= transfer;
                                                pready <= 1;
                                                pslverr <= 1;
                                            end
                                    end
                            else if(!pwrite && penable)
                                begin
                                    if(paddr < 32)
                                        begin
                                            prdata <= mem[paddr];
                                            state <= transfer;
                                            pready <= 1'b1;
                                            pslverr <= 1'b0;
                                        end 
                                    else 
                                        begin
                                            state <= transfer;
                                            pready <= 1'b1;
                                            pslverr <= 1'b1;
                                            prdata <= 32'hxxxxxxxx;
                                        end
                                end
                             else 
                                state <= setup;  
                        end 
                        transfer : 
                            begin
                                state <= setup;
                                pready <= 1'b0;
                                pslverr <= 1'b0;
                            end                       
                        default : state <= idle;
                        endcase
                    end 
        end   
endmodule
interface apb_if();
    logic pclk;
    logic presetn;
    logic [31:0] paddr;
    logic pwrite;
    logic [31:0] pwdata;
    logic penable;
    logic psel;
    logic [31:0] prdata;
    logic pslverr;
    logic pready; 
endinterface  
File: flow/run.sh
#!/bin/bash
# OpenROAD 26Q1-2900-gdf79404cd8, Yosys 0.63+post, stock flow scripts
make -C /OpenROAD-flow-scripts/flow DESIGN_CONFIG=/design/flow/config.mk WORK_HOME=/design/flow/orfs finish
==> flow_metrics.rpt <==
FLOW METRICS REPORT
----------------------------------------------------
[Route]
  DR DRC count ........................ 0
  Violation tally from detailed-route iteration zero ........................ 1,739
  Tally of nets with antenna violations remaining after routing ........................ 0
  First drt pass iteration count ........................ 7
  Ratio of routed vias to standard cells ........................ 5.43
  Per-cell routed wire length ........................ 26.7 um
  Number of vias in the routed layout ........................ 27,800
  Routed Wire Length ........................ 136,000 um

[STA]
  Worst-case headroom to the max-slew limit ........................ 33.9%
  Max Clock Skew ........................ 0.0256 ns
  Count of endpoints failing hold in the final timing report ........................ 0
  Final worst-path setup slack ........................ 12.79 ns
  Cycle use final ........................ 38.2%
  Unrepaired setup endpoints after global routing ........................ no
  Maximum clock frequency ........................ 0.126 GHz
  Setup violations, final ........................ 0
  Number of max-slew violations in the final report ........................ 0
  Final sum of negative setup slack ........................ 0 ns
  Worst hold slack ........................ 0.488 ns
  Tightest Pin Transition ........................ 0.983 ns
  Post-layout min period ........................ 7.91 ns

[Floorplanning]
  Floorplan die height ........................ 347 um
  Core Box Area ........................ 118,000 um^2
  Die width ........................ 347 um
  Number of standard-cell rows in the floorplan ........................ 126
  Overall chip area ........................ 120,000 um^2
  Count of boundary I/O pins ........................ 103
  Floorplan-stage core utilization ........................ 40.3%

[Yosys]
  Yosys Warn Count ........................ 1
  Top cell type by instance count after synthesis ........................ sky130_fd_sc_hd__and2_1
  Top FF cell, synth ........................ sky130_fd_sc_hd__edfxtp_1
  Yosys-reported design area after synthesis ........................ 47,600 um^2
  Mapped cell area ........................ 47,600 um^2
  Number of storage elements in the synthesis netlist ........................ 1,060
  EDFF count, synth ........................ 1,024
  Area contributors post-synth ........................ sky130_fd_sc_hd__edfxtp_1, sky130_fd_sc_hd__and2_1, sky130_fd_sc_hd__mux2i_1
  Yosys cell count ........................ 3,445
  Library cell occupying the most area in the post-synthesis netlist ........................ sky130_fd_sc_hd__edfxtp_1
  Register area share after synthesis ........................ 66.1%
  Cell Type Count ........................ 39
  Async set or reset register ratio after synthesis ........................ 0%
  Synth cell count leaders ........................ sky130_fd_sc_hd__and2_1, sky130_fd_sc_hd__edfxtp_1, sky130_fd_sc_hd__mux2i_1
  Area share of the largest cell type after synthesis ........................ 64.6%
  Avg Inst Size Synth ........................ 13.8 um^2
  Instance count of the mapped netlist ........................ 3,445

[Clock network]
  Number of clock sinks seen by CTS ........................ 1,060
  Latest clock arrival within the worst-skew pair ........................ 0.69 ns
  Buffer depth of the longest clock path ........................ 3
  Resize count post-CTS ........................ 0
  Clock root buffer ........................ sky130_fd_sc_hd__clkbuf_16
  Hold buffer count at CTS ........................ 0
  Clock-pin slew of the registers on the worst-case setup and hold paths ........................ 0.06 ns
  Total CTS buffers ........................ 109
  Clock tree from TritonCTS ........................ built
  Post-CTS Setup Bufs ........................ 0
  CTS H-tree lvls ........................ 3

[Layout]
  Ratio of cells with drive above 1 in the final layout ........................ 11.1%
  Core utilization of the finished layout ........................ 46.0%
  Count of filler cells inserted in the layout ........................ 10,000
  Comb. cell area ........................ 15,200 um^2
  Area growth from synthesis to layout ........................ 14.1%
  Count of non-filler cells in the finished layout ........................ 5,111
  Sequential cell area in the final layout ........................ 31,500 um^2

[Worst setup path]
  Maximum fanout along the worst path ........................ 95
  Worst setup EP type ........................ register
  Required time reported for the critical path endpoint ........................ 21.27 ns
  Kind of launch point of the worst setup path ........................ input port
  Startpoint-to-endpoint class of the critical path ........................ input port to register
  Arrival time worst endpoint ........................ 8.48 ns

[Run status]
  Status ........................ finished clean

[Pwr]
  Worst IR Drop VDD ........................ 0.0672 mV
  Leakage power total ........................ 20.7 nW
  PwrDens ........................ 85.3 nW/um^2

[Placement]
  Global placer's final weighted congestion ........................ 0.834
  Post-placement cell count ........................ 4,904
  Half-perimeter wire length after detailed placement ........................ 73,300 um
  Minimum setup slack after placement ........................ 12.15 ns
  Number of port buffers ........................ 102

[Global routing]
  Global-route usage over all layers ........................ 24.6%
  Global-route wire length before repair ........................ 197,000 um
  Initial antenna violation count ........................ 6
  Global-route congestion overflow total ........................ 0
  Largest net degree at the start of global routing ........................ 96
  Number of global-route vias before repair ........................ 28,400

[Hold path]
  Class of the tightest hold or removal check ........................ register to register

[Flow run]
  Count of maximum capacitance violations ........................ 0
  Tally of OpenROAD warnings ........................ 28

----------------------------------------------------
layout by cell type (no fill, tap or decap), types with 36 or more instances in the layout:
cell | synthesis | final
sky130_fd_sc_hd__and2_1 | 1025 | 1025
sky130_fd_sc_hd__edfxtp_1 | 1024 | 1024
sky130_fd_sc_hd__mux2i_1 | 512 | 512
sky130_fd_sc_hd__o22ai_1 | 256 | 256
sky130_fd_sc_hd__buf_4 | 12 | 154
sky130_fd_sc_hd__clkbuf_16 | 0 | 112
sky130_fd_sc_hd__clkdlybuf4s50_1 | 0 | 100
sky130_fd_sc_hd__nor4_1 | 66 | 65
sky130_fd_sc_hd__nand2_1 | 39 | 39
sky130_fd_sc_hd__dfxtp_1 | 36 | 36
area by class of cell:
class                   instances  area share (%)
diodes                          2         0.00921
clock buffers                 154            5.69
clock inverters                51           0.815
inverters                       4          0.0276
multi-input cells            2048            28.0
flip-flops and latches       1060            57.9
well taps                    1536            3.54
repair buffers                256            4.03
kinds of logic after synthesis:
| logic type | share of synthesized area [%] |
|---|---|
| buffers and inverters | 2.94 |
| adder cells (fa/ha/maj) | 0.0788 |
| AND/OR/NAND/NOR | 15.8 |
| multiplexers | 10.8 |
| AND-OR/OR-AND | 4.38 |
| flip-flops | 66.1 |
final timing paths:
| path | to | slack, ns | startpoint | depth (start not counted) |
|---|---|---|---|---|
| worst max register to register | mem[27][24] | 17.56 | state[0] | 7 |
| worst max-delay path | prdata[23] | 12.79 | paddr[1] | 9 |
| worst min-delay path | pready | 0.49 | pready | 2 |
| worst min register to register | pready | 0.49 | pready | 2 |
critical path, cell delays in order:
cell and delay, ns:
sky130_fd_sc_hd__buf_8 0.44, sky130_fd_sc_hd__buf_4 0.72, sky130_fd_sc_hd__buf_4 0.75, sky130_fd_sc_hd__buf_12 0.56
sky130_fd_sc_hd__mux2i_1 0.30, sky130_fd_sc_hd__o22ai_1 0.12, sky130_fd_sc_hd__nor4_1 0.87, sky130_fd_sc_hd__nand2_1 0.10
sky130_fd_sc_hd__a22o_1 0.21
report_power, final:
group / switching, W / internal, W / total [W]
registers: 0.0000161 / 0.00241 / 0.00243
clock network: 0.000811 / 0.00112 / 0.00193
logic: 0.000189 / 0.0000856 / 0.000274
flip-flops by register name, indices dropped and copies added, names as in the netlist:
name / count
mem: 1024
pslverr: 1
state: 2
pready: 1
prdata: 32
layer usage:
layer	track usage [%]	up-vias	wire length (um)	part of all wire, %
li1	-	12600	-	-
met5	0.0800	-	7	0.0051
met3	14.0	189	18100	13
met2	36.4	1352	63100	46
met4	4.82	2	3190	2.3
met1	33.3	13600	51900	38
per-stage QoR:
step | total power (W) | cell area (um^2)
2_1_floorplan | 0.00262 | 47600
3_3_place_gp | 0.00274 | 50800
3_5_place_dp | 0.00274 | 50800
4_1_cts | 0.00466 | 54300
5_1_grt | 0.00477 | 54300
6_report | 0.00463 | 54300
Power is estimated from default activity; no workload was simulated.
